==> flow/design.v <==
`timescale 1ns / 1ps
module PCAdder(PCResult, PCAddResult);
    input [31:0] PCResult;
    output [31:0] PCAddResult;
    assign PCAddResult = PCResult+4;
endmodule
==> flow/run.sh <==
#!/bin/bash
# OpenROAD 26Q1-2900-gdf79404cd8, Yosys 0.63+post, stock flow scripts
make -C /OpenROAD-flow-scripts/flow DESIGN_CONFIG=/design/flow/config.mk WORK_HOME=/design/flow/orfs finish
==> flow/config.mk <==
export PLATFORM = sky130hd
export DESIGN_NAME = PCAdder
export DESIGN_NICKNAME = PCAdder
export VERILOG_FILES = /design/flow/design.v
export SDC_FILE = /design/flow/constraint.sdc
export NUM_CORES = 4
export LEC_CHECK = 1
export CORE_AREA = 10 10 70 70
export DIE_AREA = 0 0 80 80
==> flow/constraint.sdc <==
current_design PCAdder

set clk_period 5.5
set clk_io_pct 0.2

create_clock -name clk0 -period $clk_period

set non_clock_inputs [all_inputs -no_clocks]
set_input_delay [expr $clk_period * $clk_io_pct] -clock clk0 $non_clock_inputs
set_output_delay [expr $clk_period * $clk_io_pct] -clock clk0 [all_outputs]
==> summary.txt <==
The synthesis and PnR run went through. After routing, the total negative slack on setup checks comes to 0 ns. Floorplan utilization landed at 17.0%. Floorplan core area landed at 3420 sq um.

Die height landed at 80 um. Sum of routed wire length over all layers landed at 2.22 mm. Number of cell instances after yosys synthesis landed at 83.

In this run the layout overhead on the synthesized area is reported as 111%. Clock buffer instance count of the final layout landed at 0. For this run, the top clock speed supported by timing is 225 MHz. The final timing report gives a worst setup slack of 1.06 ns. Overall fraction of global-route tracks in use landed at 6.93%. Number of buffers added for setup after CTS landed at 0. At the worst endpoint, the required time is 4.40 ns. The final antenna diode tally reported by the flow is 0. Number of pins exceeding their max-slew limit in the final report landed at 0. The cell area that synthesis handed to floorplanning was 581 sq um. At the pin with the least slew margin, the transition time is 0.517 ns. The arrival time of data at the worst endpoint is listed as 3.34 ns. The critical path maximum fanout is 8.

Of all cell types, the one taking the most synthesized area is xnor2_1. Among all stages on the critical path, the maximum delay recorded is 0.52 ns. Number of failing hold endpoints at the final stage landed at 0. Reported leakage power landed at 0.423 nW. For hold timing, the worst endpoint is PCAddResult[0]. Per the power-grid run, VDD falls by no more than 0.0230 mV. The synthesis report lists the most area-consuming cells as xnor2_1 32%, xor2_1 11%, nand4_1 9.7%.

The final layout contains a sequential cell count of 0. Along the critical path, the tally of buffer and inverter instances is 2. Among all stages on the critical path, the largest delay is contributed by clkdlybuf4s50_1. For reference, the critical path cell chain is clkdlybuf4s50_1, ha_1, nand3_1, nor4_4, nand4_1, xnor2_1, clkdlybuf4s50_1. STA classifies the critical path startpoint as an input port. Wire length of the first global-routing pass landed at 3.80 mm. Average vias per placed instance landed at 4.17. OpenSTA, run right after detailed placement, puts the worst setup slack at 1.04 ns.

Routability congestion estimate landed at 0.718. Hold-fix buffer count after cts landed at 0. Gate count of the mapped netlist landed at 83. Share of the yosys chip area belonging to registers landed at 0%.

Fill cells in the final layout number 356. Number of gates given a new drive strength after cts landed at 0. Top cell type's share of synthesized area landed at 31.7%. Dividing the final minimum period by the clock period gives 80.7%. Entering global routing, the biggest net connects 9 pins. Tally of unique sky130hd cells used after synthesis landed at 18.

Overall die width landed at 80 um. Final setup violation count landed at 0. Top-level I/O count landed at 64. According to the dpl log, the detail-placed design has an HPWL of 1.99 mm.

In the final layout, the share of cells above drive strength 1 is 4.96%. Detailed-route DRC error count landed at 0. The initial antenna violation count was 0.

Final critical-path required period landed at 4.44 ns. Average routed wire per standard cell landed at 11.9 um. Counting the warning lines in the Yosys log gives 0. Area reported by Yosys stat landed at 581 sq um. OpenROAD emitted warnings numbering 32. The buffer_ports step reported a buffer count of 60. Row count landed at 21. The worst setup path is captured at a primary output. The die covers 6400 sq um. The worst setup path is of the input port to primary output kind. Power density over the cells landed at 56.4 nW/um^2. Global route total overflow landed at 0.

The cell family contributing the most delay on the critical path is buffers and inverters. In this run the worst hold path is classified as input port to primary output. Iteration count of the initial detailed-routing pass landed at 2.

Per the hold report, the tightest min-delay path originates at PCResult[0]. The routed layout has 780 vias. The report gives the cell count of the worst hold path as 0. The count of nets left with antenna violations once routing finished came out at 0.

The run reported a max-capacitance violation count of 0. Setup repair after global routing left no endpoint under its margin. Average size of a mapped cell landed at 6.99 sq um. Number of global-route vias before repair landed at 861. The layout report lists the combined flip-flop and latch area as 0 sq um. In this run the tightest slew margin relative to its limit is 65.3%. Number of DRC markers in iteration 0 landed at 18.

The run finished with clean final reports. In this design, the critical path's most frequently occurring cell is clkdlybuf4s50_1.
## cells in the mapped netlist
cell	n
nor2_1	7
nand2_1	10
nand3_2	1
and2_1	1
xor2_1	7
and3_1	2
nand4_1	9
buf_4	2
nand4_2	1
xnor2_1	21
ha_1	1
or2_2	2
nand3_1	10
nor4_4	2
nor3_1	3
and4_1	1
inv_1	2
and4_2	1
## cell usage in the layout (no fill, tap or decap)
cell type	count
and4_1	1
xnor2_1	21
inv_1	2
nand2_1	10
nand3_1	10
or2_2	2
and4_2	1
and3_1	2
nor2_1	7
nand4_1	9
nand3_2	1
clkdlybuf4s50_1	60
nand4_2	1
ha_1	1
nor3_1	3
xor2_1	7
nor4_4	2
and2_1	1
## metal layers
metal,up-vias,part of all wire (%),routed length (um),global-route usage [%]
met5,-,0,0,0
met4,0,0,0,0
met3,0,14,304,3.41
met2,30,47,1050,12.3
met1,343,39,873,7.71
li1,407,-,-,-
## report_power, final
part	internal (W)	switching, W	total [W]
sequential	0	0	0
combinational	0.0000482	0.0000208	0.0000690
clock	0	0	0
total	0.0000482	0.0000208	0.0000690
## cell type report
cell class                      instances  area (sq um)  share of cell area [%]
Tap cell                               46          57.6                    4.70
Inverter                                2          7.51                   0.613
Multi-Input combinational cell         79           558                    45.6
Timing Repair Buffer                   60           601                    49.1
## how the worst max path moves through the flow
| stage | from | endpoint | cells after the start |
|---|---|---|---|
| 6_report | PCResult[2] | PCAddResult[28] | 7 |
| 4_1_cts | PCResult[2] | PCAddResult[28] | 7 |
| 5_1_grt | PCResult[2] | PCAddResult[28] | 7 |
## stage by stage
step	util [%]	cell area, sq um	hold WS, ns	power, W	cells
after global routing	35.8	1220	2.20	0.0000764	187
after global placement	35.8	1220	2.20	0.0000702	187
after CTS	35.8	1220	2.20	0.0000706	187
final	35.8	1220	2.20	0.0000690	187
after detailed placement	35.8	1220	2.20	0.0000701	187
after floorplan	-	581	2.21	0.0000135	83
## cell families (layout without fill, tap and decap cells)
group,after synthesis,after routing,synth area share [%]
AND/OR/NAND/NOR,50,50,51.7
XOR/XNOR,28,28,42.2
buffers and inverters,4,62,3.88
adder cells (fa/ha/maj),1,1,2.15
Power figures rest on the tool's default switching activity, not on a simulated workload.
