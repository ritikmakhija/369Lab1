[flow/config.mk]
export PLATFORM = sky130hd
export DESIGN_NAME = ProgramCounter
export DESIGN_NICKNAME = ProgramCounter
export VERILOG_FILES = /design/flow/design.v
export SDC_FILE = /design/flow/constraint.sdc
export NUM_CORES = 4
export LEC_CHECK = 1
export CORE_AREA = 10 10 90 90
export DIE_AREA = 0 0 100 100
[flow/constraint.sdc]
current_design ProgramCounter

set clk_period 1.0
set clk_io_pct 0.2

create_clock -name clk0 -period $clk_period [get_ports {Clk}]

set non_clock_inputs [all_inputs -no_clocks]
set_input_delay [expr $clk_period * $clk_io_pct] -clock clk0 $non_clock_inputs
set_output_delay [expr $clk_period * $clk_io_pct] -clock clk0 [all_outputs]
[flow/design.v]
`timescale 1ns / 1ps
module ProgramCounter(Address, PCResult, Reset, Clk);
	input [31:0] Address;
	input Reset, Clk;
	output reg [31:0] PCResult;
    always @ (posedge Clk)
    begin
   if (Reset==1) begin
   PCResult <= 0;
   end
   if (Reset==0) begin
   PCResult <= Address;
   end
   end
endmodule
[flow/run.sh]
#!/bin/bash
# OpenROAD 26Q1-2900-gdf79404cd8, Yosys 0.63+post, stock flow scripts
make -C /OpenROAD-flow-scripts/flow DESIGN_CONFIG=/design/flow/config.mk WORK_HOME=/design/flow/orfs finish
==> deck_impl_summary.md <==
Physical Implementation Snapshot

Layout
  – Fin util: 26.3%
  – Fill cells: 660
  – Layout Area Growth over Synthesis: 91.0%
  – Largest registers: PCResult (32)
  – Biggest register: PCResult
  – Fin cells: 215
  – Share of cells above drive strength 1: 20.3%
  – Layout Cell Area excl Fill: 1650 um^2
  – Max reg flops: 32

Pwr
  – PwrDens: 1600 nW/um^2
  – Net Sw Power: 0.516 mW
  – Switching share of power: 19.6%
  – Sequential power share: 51.7%
  – Leak: 0.668 nW
  – Comb pwr share: 10.3%
  – Clk pwr share: 38.0%
  – Worst vdd ir: 0.519 mV
  – Cell internal pwr: 2.12 mW

Flow run
  – Max cap viols: 0
  – Log Warnings: 25

Worst setup path
  – Ordered cell list for the critical path: clkdlybuf4s15_1
  – Crit. End Element: output port
  – Worst-path fanout max: 1
  – Slowest stage cell, crit path: dfxtp_2
  – Crit start category: flop
  – Critical Path AT: 750 ps
  – Worst path max stage delay: 320 ps
  – Kind of critical path: reg -> out
  – Worst EP required: 800 ps
  – Cell family with most CP delay: flip-flops
  – Buf/Inv on CP: 1

Drt
  – Drt first-iter violations: 11
  – Post-route ant nets: 0
  – Final wirelength: 2590 um
  – Residual DRC: 0
  – Antenna Cells: 0
  – Routed vias: 676
  – Detailed Routing Iterations Pass 1: 3
  – Vias per cell: 3.14
  – DR WL/cell: 12.0 um

Synth
  – Post-synth ARST share: 0%
  – Largest area contributor in the netlist: dfxtp_1
  – YS chip area: 863 um^2
  – Number of enable flip-flop cells: 0
  – Cell count in the Yosys report: 67
  – Synth Seq Share: 74.2%
  – Post-synth top cells: dfxtp_1, nor2b_1, buf_4
  – Synthesized registers: 32
  – Yosys warning count: 1
  – Synth area leaders: dfxtp_1, nor2b_1, buf_4
  – Top-area cell share: 74.2%
  – Mapped Area: 863 um^2
  – Cells after Synth: 67
  – Mean Syn Cell Area: 12.9 um^2
  – Dominant register cell: dfxtp_1
  – Synth cell types: 3

Clock tree
  – CTS root buffer: clkbuf_8
  – Hold_buf cts: 0
  – Clock Sink Count: 32
  – Clock transition at path regs: 70 ps
  – Total CTS buffers: 5
  – CTS H-Tree Depth: 2
  – Longest Clk Path Bufs: 2
  – CTS tree: built

Timing
  – Fin crit share: 95.4%
  – RSZ-0062 raised after global routing: false
  – Final Hold Fails: 0
  – Final Max Tran Viols: 0
  – Setup Viol. Count Final: 0
  – Min Tclk post-route: 954 ps
  – Fmax: 1050 MHz
  – Setup TNS: 0 ps
  – Tightest Pin Transition: 148 ps
  – Normalized max-slew margin: 90.1%
  – Hold_ws: 463 ps

Floorplanning
  – FP Rows: 29
  – Die area: 10000 um^2
  – I/O pin total: 66
  – Fp util: 13.8%
  – Chip width: 100 um
  – Die height: 100 um
  – Core region area: 6280 um^2

Placed design
  – GPL Wtd Cong: 0.669
  – Port Buffers: 65
  – DP Cell Count: 207
  – Half-perimeter wire length of the detailed placement result: 2070 um
  – Placed cell areas: 1610 um^2

GRT
  – Largest net degree at the start of global routing: 33
  – Total gr overflow: 0
  – Wire length of the first global-routing pass: 3930 um
  – Tot GR Track Use: 5.01%
  – Initial antenna violation count: 0
  – Vias in the first global route: 698

Worst hold path
  – Worst Hold Class: in -> reg

Outcome
  – Run status: complete, no violations
cells in the final DEF (no fill, tap or decap):
cell              n
dfxtp_1          23
clkbuf_2         10
nor2b_1          32
clkdlybuf4s15_1  20
buf_2             2
clkdlybuf4s50_1  33
buf_12            1
dfxtp_2           9
clkbuf_1          2
clkbuf_8          6
per-layer routing:
layer,global-route usage [%],wire length (um),up-vias
met5,0,0,-
met4,0.761,9,0
met3,4.37,439,2
met2,7.72,1200,37
met1,5.16,940,300
li1,-,-,337
per-stage QoR:
stage / setup WS, ps / total power [mW]
after global routing: 1.14 / 2.79
after floorplan: 509 / 1.43
after global placement: -103 / 1.71
after CTS: 0.726 / 2.72
final: 45.7 / 2.64
after detailed placement: -115 / 1.71
worst paths after layout:
path | startpoint | endpoint | slack (ps) | depth (start not counted)
setup / recovery | PCResult[7] | PCResult[7] | 50 | 1
hold / removal | Address[3] | PCResult[3] | 460 | 2
repair_timing:
item                                    CTS  global route
endpoints found under the setup margin   32            15
cloned                                    0             0
pin swaps                                 0             0
setup buffers                             0             0
resized                                  69            18
final cells by class:
cell class	instances	area, um^2	area share, %
clock buffer	8	90.1	5.46
multi-input combinational	32	200	12.1
sequential	32	652	39.5
tap	77	96.3	5.84
timing repair buffer	66	611	37.0
cell families (layout without fill, tap and decap cells):
family                 Yosys count  in the layout  share of synthesized area [%]
DFF                             32             32                           74.2
and+or+nand+nor                 32             32                           23.2
buffers and inverters            3             74                           2.61
power by group through the flow:
stage	combinational (mW)	clock, mW	sequential (mW)
final	0.271	1.00	1.36
after CTS	0.294	1.06	1.36
after global routing	0.299	1.12	1.37
Power and IR drop assume default switching activity.
